File: flow/run.sh
#!/bin/bash
# OpenROAD 26Q1-2900-gdf79404cd8, Yosys 0.63+post, stock flow scripts
make -C /OpenROAD-flow-scripts/flow DESIGN_CONFIG=/design/flow/config.mk WORK_HOME=/design/flow/orfs finish
File: flow/config.mk
export PLATFORM = sky130hd
export DESIGN_NAME = Printer
export DESIGN_NICKNAME = Printer
export VERILOG_FILES = /design/flow/design.v
export SDC_FILE = /design/flow/constraint.sdc
export NUM_CORES = 4
export LEC_CHECK = 1
export CORE_UTILIZATION = 50
File: flow/constraint.sdc
current_design Printer

set clk_period 7.7
set clk_io_pct 0.2

create_clock -name clk0 -period $clk_period [get_ports {clk}]

set non_clock_inputs [all_inputs -no_clocks]
set_input_delay [expr $clk_period * $clk_io_pct] -clock clk0 $non_clock_inputs
set_output_delay [expr $clk_period * $clk_io_pct] -clock clk0 [all_outputs]
File: flow/design.v
module Printer (
        output reg         print_en,
        output reg  [ 7:0] print_char,
        output reg         print_done,
        input  wire [ 7:0] key_in,
        input  wire        key_valid,
        input  wire [15:0] alu_in,
        input  wire        alu_valid,
        input  wire [31:0] cpu_in,
        input  wire        cpu_valid,
        input  wire [ 7:0] my_in,
        input  wire        my_valid,
        input  wire [ 2:0] print_cmd,
        input  wire        clk,
        input  wire        rst
    );
    reg [6:0] print_counter;
    reg [2:0] print_report_target;
    always @(posedge clk) begin
        if (rst) begin
            print_report_target <= 3'b000;
        end else if (alu_valid) begin
            print_report_target <= 3'b001;
        end else if (cpu_valid) begin
            print_report_target <= 3'b010;
        end else if (my_valid) begin
            print_report_target <= 3'b011;
        end
    end
    always @(posedge clk) begin
        if (rst) begin
            print_en <= 0;
            print_counter <= 0;
            print_char <= 0;
            print_done <= 0;
        end else if (print_cmd == 3'b000) begin
            if (key_valid) begin
                print_en <= 1;
					 print_char <= key_in;
            end else begin
                print_en <= 0;
                print_char <= 0;
            end
            print_counter <= 0;
            print_done <= 0;
        end else if (print_cmd == 3'b001) begin
            case (print_counter)
                0: begin print_char <= 72; print_counter <= print_counter + 1; print_en <= 1; end
1: begin print_char <= 69; print_counter <= print_counter + 1; print_en <= 1; end
2: begin print_char <= 76; print_counter <= print_counter + 1; print_en <= 1; end
3: begin print_char <= 76; print_counter <= print_counter + 1; print_en <= 1; end
4: begin print_char <= 79; print_counter <= print_counter + 1; print_en <= 1; end
5: begin print_char <= 32; print_counter <= print_counter + 1; print_en <= 1; end
6: begin print_char <= 69; print_counter <= print_counter + 1; print_en <= 1; end
7: begin print_char <= 67; print_counter <= print_counter + 1; print_en <= 1; end
8: begin print_char <= 53; print_counter <= print_counter + 1; print_en <= 1; end
9: begin print_char <= 53; print_counter <= print_counter + 1; print_en <= 1; end
10: begin print_char <= 49; print_counter <= print_counter + 1; print_en <= 1; end
11: begin print_char <= 46; print_counter <= print_counter + 1; print_en <= 1; end
12: begin print_char <= 13; print_counter <= print_counter + 1; print_en <= 1; end
13: begin print_char <= 77; print_counter <= print_counter + 1; print_en <= 1; end
14: begin print_char <= 89; print_counter <= print_counter + 1; print_en <= 1; end
15: begin print_char <= 32; print_counter <= print_counter + 1; print_en <= 1; end
16: begin print_char <= 78; print_counter <= print_counter + 1; print_en <= 1; end
17: begin print_char <= 65; print_counter <= print_counter + 1; print_en <= 1; end
18: begin print_char <= 77; print_counter <= print_counter + 1; print_en <= 1; end
19: begin print_char <= 69; print_counter <= print_counter + 1; print_en <= 1; end
20: begin print_char <= 32; print_counter <= print_counter + 1; print_en <= 1; end
21: begin print_char <= 73; print_counter <= print_counter + 1; print_en <= 1; end
22: begin print_char <= 83; print_counter <= print_counter + 1; print_en <= 1; end
23: begin print_char <= 58; print_counter <= print_counter + 1; print_en <= 1; end
24: begin print_char <= 32; print_counter <= print_counter + 1; print_en <= 1; end
25: begin print_char <= 66; print_counter <= print_counter + 1; print_en <= 1; end
26: begin print_char <= 79; print_counter <= print_counter + 1; print_en <= 1; end
27: begin print_char <= 88; print_counter <= print_counter + 1; print_en <= 1; end
28: begin print_char <= 13; print_counter <= print_counter + 1; print_en <= 1; end
29: begin print_char <= 80; print_counter <= print_counter + 1; print_en <= 1; end
30: begin print_char <= 76; print_counter <= print_counter + 1; print_en <= 1; end
31: begin print_char <= 69; print_counter <= print_counter + 1; print_en <= 1; end
32: begin print_char <= 65; print_counter <= print_counter + 1; print_en <= 1; end
33: begin print_char <= 83; print_counter <= print_counter + 1; print_en <= 1; end
34: begin print_char <= 69; print_counter <= print_counter + 1; print_en <= 1; end
35: begin print_char <= 32; print_counter <= print_counter + 1; print_en <= 1; end
36: begin print_char <= 69; print_counter <= print_counter + 1; print_en <= 1; end
37: begin print_char <= 78; print_counter <= print_counter + 1; print_en <= 1; end
38: begin print_char <= 84; print_counter <= print_counter + 1; print_en <= 1; end
39: begin print_char <= 69; print_counter <= print_counter + 1; print_en <= 1; end
40: begin print_char <= 82; print_counter <= print_counter + 1; print_en <= 1; end
41: begin print_char <= 32; print_counter <= print_counter + 1; print_en <= 1; end
42: begin print_char <= 65; print_counter <= print_counter + 1; print_en <= 1; end
43: begin print_char <= 32; print_counter <= print_counter + 1; print_en <= 1; end
44: begin print_char <= 77; print_counter <= print_counter + 1; print_en <= 1; end
45: begin print_char <= 79; print_counter <= print_counter + 1; print_en <= 1; end
46: begin print_char <= 68; print_counter <= print_counter + 1; print_en <= 1; end
47: begin print_char <= 69; print_counter <= print_counter + 1; print_en <= 1; end
48: begin print_char <= 58; print_counter <= print_counter + 1; print_en <= 1; end
49: begin print_char <= 13; print_counter <= print_counter + 1; print_en <= 1; end
default: begin print_char <= 0; print_en <= 0; print_done <= 1; end
            endcase
        end else if (print_cmd == 3'b010) begin
            case (print_counter)
                0: begin print_char <= 66; print_counter <= print_counter + 1; print_en <= 1; end
1: begin print_char <= 69; print_counter <= print_counter + 1; print_en <= 1; end
2: begin print_char <= 78; print_counter <= print_counter + 1; print_en <= 1; end
3: begin print_char <= 67; print_counter <= print_counter + 1; print_en <= 1; end
4: begin print_char <= 72; print_counter <= print_counter + 1; print_en <= 1; end
5: begin print_char <= 77; print_counter <= print_counter + 1; print_en <= 1; end
6: begin print_char <= 65; print_counter <= print_counter + 1; print_en <= 1; end
7: begin print_char <= 82; print_counter <= print_counter + 1; print_en <= 1; end
8: begin print_char <= 75; print_counter <= print_counter + 1; print_en <= 1; end
9: begin print_char <= 32; print_counter <= print_counter + 1; print_en <= 1; end
10: begin print_char <= 77; print_counter <= print_counter + 1; print_en <= 1; end
11: begin print_char <= 79; print_counter <= print_counter + 1; print_en <= 1; end
12: begin print_char <= 68; print_counter <= print_counter + 1; print_en <= 1; end
13: begin print_char <= 69; print_counter <= print_counter + 1; print_en <= 1; end
14: begin print_char <= 13; print_counter <= print_counter + 1; print_en <= 1; end
default: begin print_char <= 0; print_en <= 0; print_done <= 1; end
            endcase
        end else if (print_cmd == 3'b011) begin
            case (print_counter)
                0: begin print_char <= 65; print_counter <= print_counter + 1; print_en <= 1; end
1: begin print_char <= 76; print_counter <= print_counter + 1; print_en <= 1; end
2: begin print_char <= 85; print_counter <= print_counter + 1; print_en <= 1; end
3: begin print_char <= 32; print_counter <= print_counter + 1; print_en <= 1; end
4: begin print_char <= 77; print_counter <= print_counter + 1; print_en <= 1; end
5: begin print_char <= 79; print_counter <= print_counter + 1; print_en <= 1; end
6: begin print_char <= 68; print_counter <= print_counter + 1; print_en <= 1; end
7: begin print_char <= 69; print_counter <= print_counter + 1; print_en <= 1; end
8: begin print_char <= 13; print_counter <= print_counter + 1; print_en <= 1; end
default: begin print_char <= 0; print_en <= 0; print_done <= 1; end
            endcase
        end else if (print_cmd == 3'b100) begin
            case (print_counter)
                0: begin print_char <= 67; print_counter <= print_counter + 1; print_en <= 1; end
1: begin print_char <= 80; print_counter <= print_counter + 1; print_en <= 1; end
2: begin print_char <= 85; print_counter <= print_counter + 1; print_en <= 1; end
3: begin print_char <= 32; print_counter <= print_counter + 1; print_en <= 1; end
4: begin print_char <= 77; print_counter <= print_counter + 1; print_en <= 1; end
5: begin print_char <= 79; print_counter <= print_counter + 1; print_en <= 1; end
6: begin print_char <= 68; print_counter <= print_counter + 1; print_en <= 1; end
7: begin print_char <= 69; print_counter <= print_counter + 1; print_en <= 1; end
8: begin print_char <= 13; print_counter <= print_counter + 1; print_en <= 1; end
default: begin print_char <= 0; print_en <= 0; print_done <= 1; end
            endcase
        end else if (print_cmd == 3'b101) begin
            case (print_counter)
                0: begin print_char <= 73; print_counter <= print_counter + 1; print_en <= 1; end
1: begin print_char <= 78; print_counter <= print_counter + 1; print_en <= 1; end
2: begin print_char <= 86; print_counter <= print_counter + 1; print_en <= 1; end
3: begin print_char <= 65; print_counter <= print_counter + 1; print_en <= 1; end
4: begin print_char <= 76; print_counter <= print_counter + 1; print_en <= 1; end
5: begin print_char <= 73; print_counter <= print_counter + 1; print_en <= 1; end
6: begin print_char <= 68; print_counter <= print_counter + 1; print_en <= 1; end
7: begin print_char <= 32; print_counter <= print_counter + 1; print_en <= 1; end
8: begin print_char <= 67; print_counter <= print_counter + 1; print_en <= 1; end
9: begin print_char <= 79; print_counter <= print_counter + 1; print_en <= 1; end
10: begin print_char <= 77; print_counter <= print_counter + 1; print_en <= 1; end
11: begin print_char <= 77; print_counter <= print_counter + 1; print_en <= 1; end
12: begin print_char <= 65; print_counter <= print_counter + 1; print_en <= 1; end
13: begin print_char <= 78; print_counter <= print_counter + 1; print_en <= 1; end
14: begin print_char <= 68; print_counter <= print_counter + 1; print_en <= 1; end
15: begin print_char <= 13; print_counter <= print_counter + 1; print_en <= 1; end
default: begin print_char <= 0; print_en <= 0; print_done <= 1; end
            endcase
        end else if (print_cmd == 3'b110) begin
            if (print_report_target == 3'b001) begin
                case (print_counter)
                    0: begin print_char <= alu_in[15:8]; print_counter <= print_counter + 1; print_en <= 1; end
                    1: begin print_char <= alu_in[7:0]; print_counter <= print_counter + 1; print_en <= 1; end
						  2: begin print_char <= 13; print_counter <= print_counter + 1; print_en <= 1; end
                    default: begin print_char <= 0; print_en <= 0; print_done <= 1; end
                endcase
            end else if (print_report_target == 3'b010) begin
                case (print_counter)
                    0: begin print_char <= cpu_in[31:24]; print_counter <= print_counter + 1; print_en <= 1; end
                    1: begin print_char <= cpu_in[23:16]; print_counter <= print_counter + 1; print_en <= 1; end
                    2: begin print_char <= cpu_in[15:8]; print_counter <= print_counter + 1; print_en <= 1; end
                    3: begin print_char <= cpu_in[7:0]; print_counter <= print_counter + 1; print_en <= 1; end
						  4: begin print_char <= 13; print_counter <= print_counter + 1; print_en <= 1; end
                    default: begin print_char <= 0; print_en <= 0; print_done <= 1; end
                endcase
            end else if (print_report_target == 3'b011) begin
                if (my_valid) begin
                    print_char <= my_in;
                    print_en <= 1;
                end else begin
                    print_char <= 0;
                    print_done <= 1;
                    print_en <= 0;
                end
            end
        end else begin
            print_en <= 0;
            print_counter <= 0;
            print_char <= 0;
        end
    end
endmodule
module IntroCommand (
        input wire [127:0] buffer,
        input wire         buffer_valid,
        output reg [2:0] command,
        output reg       command_valid,
        input wire clk,
        input wire rst
    );
    always @(posedge clk) begin
        case (buffer[127:120])
            "I": command <= 3'b000;
            "A": command <= 3'b001;
            "B": command <= 3'b010;
            default: command <= 3'b011;
        endcase
        command_valid <= buffer_valid;
    end
endmodule
module Scheduler (
        output reg        state_input,
        output reg  [2:0] state_string,
        output reg  [1:0] state_exec,
        input  wire       printer_done,
        input  wire [2:0] intro_command,
        input  wire       intro_command_valid,
        input  wire       alu_output_valid,
        input  wire       cpu_output_valid,
        input  wire       my_output_valid,
        input  wire       clk,
        input  wire       rst
    );
    always @(posedge clk) begin
        if (rst) begin
            state_input <= 1'b0;
            state_exec <= 2'b00;
            state_string <= 3'b001;
        end else if (printer_done) begin
            state_input <= 1'b1;
            state_string <= 3'b000;
        end else if (state_exec == 2'b00 && intro_command_valid) begin
            if (intro_command == 3'b000) begin
                state_input <= 1'b0;
                state_exec <= 2'b10;
                state_string <= 3'b100;
            end else if (intro_command == 3'b001) begin
                state_input <= 1'b0;
                state_exec <= 2'b11;
                state_string <= 3'b011;
            end else if (intro_command == 3'b010) begin
                state_input <= 1'b0;
                state_exec <= 2'b01;
                state_string <= 3'b010;
            end else if (intro_command == 3'b011) begin
                state_input <= 1'b0;
                state_string <= 3'b101;
            end
        end else if (state_exec == 2'b11 && alu_output_valid) begin
            state_string <= 3'b110;
        end else if (state_exec == 2'b10 && cpu_output_valid) begin
            state_string <= 3'b110;
        end else if (state_exec == 2'b01 && my_output_valid) begin
            state_string <= 3'b110;
        end
    end
endmodule
==> results_slide.txt <==
Run Summary

Clock tree
  • Hold-fix buffer count after cts: 0
  • Number of buffers inserted during clock tree synthesis: 3
  • Worst-skew pair later-pin latency: ~270 ps
  • Level count of the clock H-tree: 1
  • Count of buffers added by post-CTS timing repair for setup: 0
  • Clock net sink count: 20
  • Number of buffers between clock root and the deepest sink: 2
  • Reg clk slew, reported paths: around 80 ps
  • CTS root buf: sky130_fd_sc_hd__clkbuf_8
  • CTS tree: done
  • Count of instances resized after the clock tree is built: 0

STA
  • Minimum period implied by the final worst setup slack: 3889 ps
  • FMAX: 257.1 MHz
  • Number of setup violations in the final report: 0
  • Slew HR: 0.3351
  • Worst-Margin Slew: 989.7 ps
  • Hold Violations, Final: 0
  • Pins Over Slew Limit: 0
  • Post-Route Setup TNS: 0 ps
  • Clock Skews: 6.999 ps
  • Final critical-path share of the clock period: 0.5051
  • RSZ-0062 raised after global routing: no

Placement
  • IO Port Bufs: approximately 82
  • Number of placed instances with taps included: between 500 and 600
  • Placer congestion estimate: 0.9897
  • Total half-perimeter wirelength after legalization and detailed placement: 9173 µm

Power and ir drop
  • Share of total power in the clock network: 0.183
  • Combinational group share of total power: 0.608
  • Part of the power in registers: 0.209
  • IR Drop Worst-Case VDD: 0.2252 mV
  • Cell leakage power: 1.447 nW
  • Pwr per Cell Area: 142.1 nW/µm²
  • Switching portion of total power: 0.4213
  • Switching pwr: 0.0002456 W
  • Cell internal power dissipation: 0.0003373 W

Critical path
  • Worst-path maximum fanout: 22
  • Worst Setup End Kind: flip-flop
  • Ordered list of cells on the worst path: clkdlybuf4s50_1 -> nand3b_1 -> or4_1 -> nor2_1 -> nor2_1 -> and3_1 -> a21oi_1 -> o31ai_1
  • Stage delay of the slowest cell on the critical path: 800 ps
  • Arrival time of data at the critical path endpoint: 4030 ps
  • Worst setup path class: input port to flip-flop
  • Cell seen most often among critical-path stages: sky130_fd_sc_hd__nor2_1
  • Standard cell with the maximum stage delay on the critical path: sky130_fd_sc_hd__clkdlybuf4s50_1
  • Required time at the endpoint of the critical path: around 7800 ps
  • Kind of start point of the critical path: input port
  • Worst reg-to-reg path cell count: 11

Floorplanning
  • Die width: 82.24 µm
  • Area of the die: 6763 µm²
  • Std-Cell Core Area: 6061 µm²
  • Std-Cell Rows: 28
  • Vertical die dimension: 82.24 µm
  • Total I/O pin count: 83
  • Starting density of the core: 0.5312

Logic synthesis
  • Flip-flops with a built-in enable: 0
  • Chip area estimate from yosys synthesis: 3219 µm²
  • Main synth FF type: sky130_fd_sc_hd__dfxtp_1
  • Fraction of registers with async set/reset: 0
  • Mean area per synthesized cell: approximately 6.8 µm²
  • Total of flip-flops plus latches after synthesis: 20
  • Sequential cell area fraction in the yosys report: 0.1244
  • Yosys warning tally: 1
  • Post-synthesis instance area: around 3200 µm²
  • Number of cells produced by synthesis: 471
  • Distinct cells, synth: 80
  • Cell total in the yosys stat output: between 400 and 500

Global routing
  • Total congestion overflow: 0
  • Total routing resource utilization after global routing: 0.3699
  • Number of global-route vias before repair: 3,588
  • First-pass GRT wire length: between 15,000 and 20,000 µm
  • Antenna violations before repair: 0
  • Maximum number of pins on one net before global-route repair: 43

Route
  • Post-route DRC violation count: 0
  • Detailed Route Iter0 Violations: around 380
  • Final wirelength: 12,350 µm
  • Via density per instance: around 6.8
  • Number of antenna-violating nets in the routed design: 0
  • Diode insertion count for antenna repair: 0
  • Detailed-route via count: 4,075
  • Number of detailed-routing iterations run before antenna repair: 5
  • Average routed wire per standard cell: 20.59 µm

Outcome
  • Result of the run: finished clean

Run
  • Stage-log warning count: 30
  • Max capacitance violation total: 0

Final layout
  • Fraction of final layout cells sized beyond drive strength 1: 0.07429
  • Signed area change from the synthesized netlist to the final layout: 27.40%
  • Final std cells w/o fill: 600
  • Area taken by flip-flops and latches: 400.4 µm²
  • Comb area: 2557 µm²
  • Layout filler cell count: ~500

Min path
  • Min-Delay Path Class: flip-flop to flip-flop
  • Worst hold path stage count: 2
==> critical path, delay by kind of cell <==
kind / cells / cell delay [ps]
AOI/OAI and AO/OA: 2 / 210
buffers and inverters: 1 / 800
and+or+nand+nor: 5 / 1470
==> state kept, by name, indices dropped and copies added, names as in the netlist <==
register / cells
print_done: 1
print_report_target: 3
print_char: 8
print_en: 1
print_counter: 7
==> cell families (layout without fill, tap and decap cells) <==
kind of cell | count (synthesis) | count (layout) | synth area share
multiplexers | 8 | 8 | 0.02487
buffers and inverters | 58 | 112 | 0.08123
AND-OR/OR-AND | 176 | 176 | 0.3960
AND/OR/NAND/NOR | 205 | 205 | 0.3580
flip-flops | 20 | 20 | 0.1244
adder cells (fa/ha/maj) | 4 | 4 | 0.01555
==> cell type report <==
cell class	count	share of cell area
multi-input combinational	393	0.6236
timing repair buffer	98	0.2294
sequential	20	0.09762
tap	75	0.02288
clock buffer	3	0.01007
inverter	10	0.009152
clock inverter	1	0.007322
==> layout by cell type (no fill, tap or decap), types with 13 or more instances in the layout <==
cell	n
sky130_fd_sc_hd__a211oi_1	13
sky130_fd_sc_hd__a21oi_1	29
sky130_fd_sc_hd__buf_4	16
sky130_fd_sc_hd__clkdlybuf4s50_1	82
sky130_fd_sc_hd__dfxtp_1	20
sky130_fd_sc_hd__nand2_1	44
sky130_fd_sc_hd__nand2b_1	15
sky130_fd_sc_hd__nor2_1	49
sky130_fd_sc_hd__nor3_1	15
sky130_fd_sc_hd__o21ai_0	28
==> cells in the mapped netlist (3+ instances only) <==
library cell,number,area [µm²]
sky130_fd_sc_hd__a32o_1,3,30.03
sky130_fd_sc_hd__a21oi_1,29,145.1
sky130_fd_sc_hd__dfxtp_1,20,400.4
sky130_fd_sc_hd__o21a_1,3,22.52
sky130_fd_sc_hd__a221o_1,7,70.07
sky130_fd_sc_hd__nor3_1,15,75.07
sky130_fd_sc_hd__a221oi_1,6,52.55
sky130_fd_sc_hd__and3_1,7,43.79
sky130_fd_sc_hd__ha_1,4,50.05
sky130_fd_sc_hd__a21o_1,4,30.03
sky130_fd_sc_hd__buf_2,14,70.07
sky130_fd_sc_hd__a22o_1,6,52.55
sky130_fd_sc_hd__nor2b_1,9,56.30
sky130_fd_sc_hd__buf_6,3,33.78
sky130_fd_sc_hd__o31ai_1,3,22.52
sky130_fd_sc_hd__o22ai_1,6,37.54
sky130_fd_sc_hd__nor4_1,6,37.54
sky130_fd_sc_hd__a31oi_1,10,62.56
sky130_fd_sc_hd__mux2i_1,8,80.08
sky130_fd_sc_hd__a22oi_1,11,82.58
sky130_fd_sc_hd__nor4b_1,3,26.28
sky130_fd_sc_hd__nand2_1,44,165.2
sky130_fd_sc_hd__and2_1,6,37.54
sky130_fd_sc_hd__o21ai_0,28,140.1
sky130_fd_sc_hd__nor2_1,49,183.9
sky130_fd_sc_hd__nand2b_1,15,93.84
sky130_fd_sc_hd__or4_1,4,30.03
sky130_fd_sc_hd__a222oi_1,3,30.03
sky130_fd_sc_hd__nand3b_1,5,37.54
sky130_fd_sc_hd__nand3_1,10,50.05
sky130_fd_sc_hd__a211o_1,3,26.28
sky130_fd_sc_hd__a2111oi_0,5,43.79
sky130_fd_sc_hd__nor4bb_1,4,40.04
sky130_fd_sc_hd__clkbuf_1,28,105.1
sky130_fd_sc_hd__or3_1,3,18.77
sky130_fd_sc_hd__a211oi_1,13,97.59
sky130_fd_sc_hd__inv_1,9,33.78
sky130_fd_sc_hd__o2bb2ai_1,6,52.55
sky130_fd_sc_hd__a311oi_1,3,26.28
sky130_fd_sc_hd__o211ai_1,6,45.04
==> per-layer routing <==
layer | vias up | share of wire | GRT usage
met5 | - | 0 | 0
met4 | 0 | 0.026 | 0.08772
met3 | 30 | 0.11 | 0.06020
met2 | 250 | 0.45 | 0.5702
met1 | 1879 | 0.42 | 0.5381
li1 | 1916 | - | -
==> power groups by stage <==
stage | Sequential [W] | Combinational [W] | Clock (W)
4_1_cts | 0.000122 | 0.000345 | 0.000107
5_1_grt | 0.000123 | 0.000381 | 0.000110
6_report | 0.000122 | 0.000354 | 0.000107
==> metrics by stage <==
step	setup WS, ps	util	hold WS [ps]	power [W]	cell area (µm²)
finish	3811	0.6767	484.0	0.0005829	4101
global route	3653	0.6767	496.9	0.0006142	4101
CTS	3859	0.6767	490.3	0.0005747	4101
detailed placement	3592	0.6649	451.3	0.0004680	4030
global placement	3628	0.6649	441.9	0.0004684	4030
floorplan	4500	-	401.4	0.0003456	3219
==> worst paths after layout <==
| check | startpoint | to | slack, ps |
|---|---|---|---|
| max | print_cmd[0] | print_char[6] | 3810 |
| min | print_done | print_done | 480 |
| max reg2reg | print_counter[0] | print_char[0] | 4410 |
| min reg2reg | print_done | print_done | 480 |
No activity file was given, so power comes from the tool's default toggle rates.
