==> design/flow/design.v <==
module UartTxBuffer (
        input  wire [7:0] byte_in,
        input  wire       in_valid,
        output reg  [7:0] byte_out,
        input  wire       out_advance,
        output reg        out_ready,
        input wire clk,
        input wire rst
    );
    reg [9:0] write_addr;
    reg [9:0] read_addr;
    reg [7:0] buffer [1023:0];
    reg out_advance_delay;
	 reg send_newline;  
    always @(posedge clk) begin
        if (rst) begin
            write_addr <= 0;
        end else if (in_valid) begin
            write_addr <= write_addr + 1;
            buffer[write_addr] <= byte_in;
        end
    end
    always @(posedge clk) begin
        if (rst) begin
            read_addr <= 0;
				send_newline <= 0;
        end else if (out_advance && !out_advance_delay) begin
		      if (read_addr != write_addr) begin
				    if (!send_newline) begin
				        read_addr <= read_addr + 1;
					 end
				end
				send_newline <= (byte_out == 8'b00001101);
        end
		  if (send_newline) begin
		      byte_out <= 8'b00001010;
		  end else begin
		      byte_out <= buffer[read_addr];
		  end
    end
    always @(posedge clk) begin
        out_ready <= ((send_newline || (write_addr != read_addr)) && !out_advance);
    end
    always @(posedge clk) begin
        out_advance_delay <= out_advance;
    end
endmodule
==> design/flow/run.sh <==
#!/bin/bash
# OpenROAD 26Q1-2900-gdf79404cd8, Yosys 0.63+post, stock flow scripts
make -C /OpenROAD-flow-scripts/flow DESIGN_CONFIG=/design/flow/config.mk WORK_HOME=/design/flow/orfs finish
==> design/flow/config.mk <==
export PLATFORM = sky130hd
export DESIGN_NAME = UartTxBuffer
export DESIGN_NICKNAME = UartTxBuffer
export VERILOG_FILES = /design/flow/design.v
export SDC_FILE = /design/flow/constraint.sdc
export NUM_CORES = 4
export LEC_CHECK = 1
export CORE_UTILIZATION = 50
export SYNTH_MEMORY_MAX_BITS = 65536
==> design/flow/constraint.sdc <==
current_design UartTxBuffer

set clk_period 145.6
set clk_io_pct 0.2

create_clock -name clk0 -period $clk_period [get_ports {clk}]

set non_clock_inputs [all_inputs -no_clocks]
set_input_delay [expr $clk_period * $clk_io_pct] -clock clk0 $non_clock_inputs
set_output_delay [expr $clk_period * $clk_io_pct] -clock clk0 [all_outputs]
==> results.sh <==
# implementation run metrics
export IMPL_end_kind="flop"
export IMPL_fin_skew_ns=0.1033
export IMPL_avgRoutedWirePerCell_um=42.19
export IMPL_worstMarginPinSlew_ns=1.295
export IMPL_syn_inst=14830
export IMPL_p_leak_nw=107.8
export IMPL_fmax_mhz=30.75
export IMPL_cp_top_family="simple AND/OR/NAND/NOR gates"
export IMPL_edf_count=8192
export IMPL_root_buffer="clkbuf_16"
export IMPL_chipArea_sq_um=639600
export IMPL_dr_first_iter_drc_count=12230
export IMPL_cts_sinks=8223
export IMPL_ys_async_sr_fraction=0
export IMPL_finalCritPeriodShare=0.2234
export IMPL_cp_required_ns=146.41
export IMPL_ios=21
export IMPL_crit_top_cell="buf_4"
export IMPL_powerDensity_nw_per_um2=13.72
export IMPL_slew_viol_final=0
export IMPL_cp_slowest_cell="clkdlybuf4s50_1"
export IMPL_final_common_cell="edfxtp_1"
export IMPL_numCtsBuffers=804
export IMPL_cap_violations=0
export IMPL_rsz0062_at_grt="no"
export IMPL_firstDrtPassIters=6
export IMPL_hold_slack_ns=0.5957
export IMPL_wl_um=1043000
export IMPL_clkLatencyLatePin_ns=1.21
export IMPL_grt_max_degree=97
export IMPL_dpl_cell_count=22970
export IMPL_ys_cells=14830
export IMPL_fp_dieW_um=799.8
export IMPL_setup_worst_path_class="input port to flop"
export IMPL_vias=161000
export IMPL_drive_gt1_frac=0.2470
export IMPL_drc=0
export IMPL_fp_util=0.5026
export IMPL_grt_usage=0.3736
export IMPL_cts_tree="built"
export IMPL_synth_avg_cell_area_sq_um=21.46
export IMPL_ant_nets=0
export IMPL_num_rows=292
export IMPL_antenna_found_initial=110
export IMPL_io_buffers=20
export IMPL_numSynthFlops=8223
export IMPL_clockBufferDepth=4
export IMPL_final_cells=24720
export IMPL_finalSetupTns_ns=0
export IMPL_openroad_warnings=30
export IMPL_vias_per_cell=6.513
export IMPL_fp_dieH_um=799.8
export IMPL_hold_viol_final=0
export IMPL_setup_viol=0
export IMPL_critPathLaunchType="input port"
export IMPL_ctsHoldBuffers=0
export IMPL_yosys_warnings=1
export IMPL_syn2layout_area_growth_pct=12.26
export IMPL_gr_total_overflow=0
export IMPL_path_cells="clkdlybuf4s50_1, nor2b_1, and2_1, nand2_4, buf_4, buf_4, buf_4, nor2_1"
export IMPL_grt_pass1_vias=179200
export IMPL_ctsResizeCount=0
export IMPL_critPathMaxStageDelay_ns=0.84
export IMPL_h_tree_depth=6
export IMPL_ys_flop_type="edfxtp_1"
export IMPL_core_area_sq_um=633200
export IMPL_arrival_ns=33.33
export IMPL_critPathBufInv=4
export IMPL_place_hpwl_um=667800
export IMPL_slew_headroom=0.1276
export IMPL_clk_pin_slew_ns=0.06
export IMPL_layout_top_cells="8,192 x edfxtp_1, 1,934 x mux4_2, 1,093 x nor2_1, 810 x clkbuf_16, 699 x buf_4"
export IMPL_ys_chip_area_sq_um=318200
export IMPL_hp_class="flop to flop"
export IMPL_synth_area_sq_um=318200
export IMPL_outcome="completed"
export IMPL_grt_pass1_wl_um=1432000
export IMPL_place_congestion=0.9886
export IMPL_ys_seq_share=0.7750
export IMPL_ir_drop_mv=0.01587
export IMPL_yosysUniqueCellTypes=77
export IMPL_finalWorstPathRequiredPeriod_ns=32.52
export IMPL_critPathMaxFanout=12
export IMPL_post_cts_buffers=0
-- layer usage --
metal	global-route usage	vias to the layer above	wire length, um
li1	-	63630	-
met1	0.4142	80500	284300
met2	0.4814	14220	458500
met3	0.3553	2455	230300
met4	0.1733	212	62930
met5	0.1031	-	7025
-- per-stage QoR --
stage / cell area [sq um] / setup slack [ns] / util / total power (W)
global route: 356900 / 112.88 / 0.5637 / 0.005016
CTS: 356600 / 113.11 / 0.5632 / 0.004920
detailed placement: 330300 / 111.87 / 0.5217 / 0.002878
global placement: 330300 / 111.90 / 0.5217 / 0.002878
finish: 357300 / 113.08 / 0.5642 / 0.004901
floorplan: 318200 / 114.19 / - / 0.002780
-- Yosys cell counts, types with 81 or more instances --
cell type / instances / area (sq um)
a21oi_1: 190 / 950.9
o21ai_0: 147 / 735.7
nand2_1: 360 / 1351
mux2i_1: 690 / 6907
buf_6: 81 / 912.1
buf_1: 88 / 330.3
o22ai_1: 109 / 681.9
o221ai_1: 89 / 779.5
buf_4: 107 / 803.3
clkbuf_1: 432 / 1622
nand3_1: 88 / 440.4
a22oi_1: 245 / 1839
nor2_1: 1114 / 4182
a221oi_1: 97 / 849.6
buf_2: 263 / 1316
mux4_2: 1934 / 43560
edfxtp_1: 8192 / 246000
-- cells by family (layout without fill, tap and decap cells) --
family | count (synthesis) | in the layout | share of synthesized area
multiplexers | 2647 | 2647 | 0.1594
AND/OR/NAND/NOR | 1739 | 1739 | 0.02233
AND-OR/OR-AND | 1198 | 1198 | 0.02634
XOR/XNOR | 27 | 27 | 0.0007431
other | 0 | 276 | 0
flip-flops | 8223 | 8223 | 0.7750
adder cells (fa/ha/maj) | 5 | 5 | 0.0001966
buffers and inverters | 987 | 2227 | 0.01602
-- worst paths after layout --
check                                                  to                      start  cells past startpoint  slack [ns]
worst max-delay path             buffer[379][1]$_DFFE_PP_                   in_valid                      8      113.08
worst min-delay path            send_newline$_SDFFE_PP0P_  out_advance_delay$_DFF_P_                      2        0.60
worst max register to register     byte_out[5]$_SDFF_PP0_  read_addr[0]$_SDFFE_PP0P_                     13      137.57
worst min register to register  send_newline$_SDFFE_PP0P_  out_advance_delay$_DFF_P_                      2        0.60
-- worst reg2reg max path, delay by kind of cell (launching register included) --
family                 cells  cell delay, ns
AND/OR/NAND/NOR            1            0.17
buffers and inverters      5            3.36
multiplexers               1            0.58
AND-OR/OR-AND              6            2.88
flip-flops                 1            0.73
-- registers in the layout, indices dropped and copies added, names as in the netlist --
signal and count:
out_advance_delay 1, send_newline 1, read_addr 10, buffer 8192
write_addr 10, out_ready 1, byte_out 8
-- cell type report --
type	count	area, sq um
Fill cell	45490	275900
Sequential cell	8223	246700
Multi-Input combinational cell	5616	67190
Clock buffer	977	20930
Tap cell	8379	10480
Timing Repair Buffer	741	5928
Clock inverter	497	5308
Antenna cell	276	690.7
Inverter	12	72.57
-- where the power goes --
group / total (W) / leakage (nW) / switching, W / internal (W)
Sequential: 0.00260 / 73.9 / 0.000000975 / 0.00260
Clock: 0.00207 / 12.7 / 0.000910 / 0.00116
Combinational: 0.000225 / 21.3 / 0.000141 / 0.0000840
Total: 0.00490 / 108 / 0.00105 / 0.00385
Power is estimated from default activity; no workload was simulated.
